<file path="run.sh">
#!/bin/bash
# OpenROAD 26Q1-2900-gdf79404cd8, Yosys 0.63+post, stock flow scripts
make -C /OpenROAD-flow-scripts/flow DESIGN_CONFIG=/design/flow/config.mk WORK_HOME=/design/flow/orfs finish
</file>
<file path="constraint.sdc">
current_design mux_data_sel

set clk_period 1.0
set clk_io_pct 0.2

create_clock -name clk0 -period $clk_period

set non_clock_inputs [all_inputs -no_clocks]
set_input_delay [expr $clk_period * $clk_io_pct] -clock clk0 $non_clock_inputs
set_output_delay [expr $clk_period * $clk_io_pct] -clock clk0 [all_outputs]
</file>
<file path="design.v">
module mux_data_sel(res_alu, mem_val, use_mem, result_out);
  input wire [32-1:0] res_alu, mem_val;
  input wire use_mem;
  output wire [32-1:0] result_out;
  assign result_out = use_mem ? mem_val : res_alu;
endmodule
</file>
<file path="config.mk">
export PLATFORM = sky130hd
export DESIGN_NAME = mux_data_sel
export DESIGN_NICKNAME = mux_data_sel
export VERILOG_FILES = /design/flow/design.v
export SDC_FILE = /design/flow/constraint.sdc
export NUM_CORES = 4
export LEC_CHECK = 1
export CORE_AREA = 10 10 71 71
export DIE_AREA = 0 0 81 81
</file>
==> ci_impl_report.md <==
## Synthesis and layout report

| Metric | Value |
|---|---|
| Final HPWL from detailed placement | 2.55 mm |
| CP Max Fanout | 10 |
| # setup viols final | 32 |
| Port bufs | roughly 97 |
| Worst EP arrival | ~0.9 ns |
| Peak supply drop | 0.131 mV |
| Most common cell in the synthesized netlist | mux2_4 |
| Top cell area share | 0.828 |
| DR vias | slightly below 700 |
| Layout cells sized above 1 | 0.522 |
| Reg power frac | 0 |
| WL met2 | approximately 1.4 mm |
| Power per cell area | a little under 400 nW/um^2 |
| Die Height | slightly above 80 um |
| Gpl congestion | roughly 0.85 |
| Avg Cell Area, Syn | 15.1 um^2 |
| Unique cell types | 4 |
| Remaining global-route overflow | 0 |
| Number of clock buffers in the layout | 0 |
| Max Slew Vio Count | 0 |
| CP Class | in -> out |
| Max-cap viol count | 0 |
| Slew @ Worst Pin | roughly 0.084 ns |
| Tmin final | 1.08 ns |
| Crit share post-route | 1.08 |
| Status | finished, violations left |
| Number of antenna repair diodes | 0 |
| Yosys cell count | 36 |
| Die area | approximately 6600 um^2 |
| Clock power share | 0 |
| Top cells by area | mux2_4 (83%), buf_12 (11%), mux2_2 (4.1%) |
| DRT Pass-1 Iters | 2 |
| Vias in the first global route | 754 |
| DRC | 0 |
| YS warnings | 0 |
| Synth Cell Area | around 540 um^2 |
| Antenna-violating nets left | 0 |
| Crit path cell chain | buf_12, buf_12, mux2_4, buf_6 |
| Setup_tns | -2.22 ns |
| Critical-path top delay cell | mux2_4 |
| FP Util | 0.150 |
| Yosys synthesis chip area | approximately 540 um^2 |
| Fmax | 926 MHz |
| P_int | 0.000476 W |
| RSZ-0062 raised after global routing | true |
| P&R area growth vs syn | 184% |
| Placed Instance Area | 1560 um^2 |
| Initial antenna violation count | 0 |
| Post-Route M1 WL | about 1.1 mm |
| Core Area | 3630 um^2 |
| Failing checks | setup timing |
| Routed wire length | ~2.8 mm |
| Synth Seq Share | 0 |
| Hold Fails Final Rpt | 0 |
| First-pass GRT wire length | roughly 3.9 mm |
| Worst setup SP type | input port |
| Worst EP required | 0.80 ns |
| I/O pins | ~97 |
| Register area | 0 um^2 |
| Largest stage delay, worst path | approximately 0.30 ns |
| Vias/cell | approximately 3.7 |
| Sequential cell count | 0 |
| Iteration-0 DRC Markers | 1 |
| Worst path most repeated cell | buf_12 |
| Gate Count Post-Synth | 36 |
| Tot GR Track Use | 0.0738 |
| Largest net degree at the start of global routing | 11 |
| Setup ws final | -0.0801 ns |
| Tool warnings | 34 |
| Placement row count | 22 |
| Worst min path class | in -> out |
| DR WL met3 | 298 um |
| Switch share | 0.225 |
| Worst hold path depth | 3 |
| CP endpoint kind | primary output |
| Sw Pwr | about 0.00014 W |
| Post-route cell area | between 1500 and 2000 um^2 |
| Max Used Layer | met3 |
| Width of the die | 81 um |
| Top cell type by total area after synthesis | mux2_4 |
| Leakage | between 0.8 and 0.9 nW |
| Logic gate share of total power | 1.000 |
| Wirelength per Cell | about 15 um |
| Top cells by count | mux2_4 (30), buf_12 (3), mux2_2 (2) |
| Relative slew margins | 0.944 |
==> worst max-delay path, delay by kind of cell <==
kind,cells,cell delay [ns]
buf+inv,3,0.37
mux,1,0.30
==> cell type report <==
cell class | instances | area (um^2)
Timing Repair Buffer | 102 | 1000
Tap cell | 48 | 60.1
Fill cell | 360 | 2090
Multi-Input combinational cell | 32 | 480
==> through the flow <==
step	hold WS [ns]	utilization	setup slack, ns	cells	power, W
after floorplan	0.498	-	0.0669	36	0.000206
after global placement	1.26	0.429	-0.523	180	0.000668
after detailed placement	1.27	0.429	-0.532	180	0.000672
after CTS	0.801	0.413	-0.0847	182	0.000598
after global routing	0.811	0.425	-0.0985	182	0.000656
final	0.798	0.425	-0.0801	182	0.000614
==> worst paths after layout <==
check | to | startpoint
worst max-delay path | result_out[5] | use_mem
worst min-delay path | result_out[31] | res_alu[31]
==> metal layers <==
metal / GRT usage / up-vias
met5: 0 / -
met4: 0 / 0
met3: 0.0256 / 0
met2: 0.132 / 50
met1: 0.0883 / 299
li1: - / 332
==> power by group through the flow <==
stage / Combinational (W) / Sequential [W] / Clock [W]
final: 0.000614 / 0 / 0
after global routing: 0.000656 / 0 / 0
after CTS: 0.000598 / 0 / 0
==> timing repair <==
action | in CTS | in global routing
hold buffers | 0 | 0
setup buffers | 1 | 0
gates cloned | 1 | 0
setup endpoints to repair | 32 | 32
resized | 187 | 7
==> cell families (layout without fill, tap and decap cells) <==
| logic type | after synthesis | in the layout | share of synthesized area |
|---|---|---|---|
| buffers and inverters | 4 | 102 | 0.131 |
| muxes | 32 | 32 | 0.869 |
==> layout by cell type (no fill, tap or decap) <==
master         Yosys  layout
mux2_4            30      32
buf_2              0       5
buf_6              1      27
buf_12             3       4
buf_16             0       1
buf_4              0       1
dlygate4sd2_1      0      64
Power figures rest on the tool's default switching activity, not on a simulated workload.
