==> /design/flow/design.v <==
module gerador_imm(instr, saida_imm);
  input wire [32-1:0] instr;
  output reg [32-1:0] saida_imm;
  wire [6:0] codigo_op;
  assign codigo_op = instr[6:0];
  always @(*) begin
    case (codigo_op) 
      7'b0000011:  
        saida_imm = {{20{instr[31]}}, instr[31:20]};
      7'b0100011:  
        saida_imm = {{20{instr[31]}}, instr[31:25], instr[11:7]};
      7'b1100011:  
        saida_imm = {{20{instr[31]}}, instr[7], instr[30:25], instr[11:8], 1'b0};
      default:
        saida_imm = 32'b0;
    endcase
  end
endmodule
==> /design/flow/run.sh <==
#!/bin/bash
# OpenROAD 26Q1-2900-gdf79404cd8, Yosys 0.63+post, stock flow scripts
make -C /OpenROAD-flow-scripts/flow DESIGN_CONFIG=/design/flow/config.mk WORK_HOME=/design/flow/orfs finish
==> /design/flow/config.mk <==
export PLATFORM = sky130hd
export DESIGN_NAME = gerador_imm
export DESIGN_NICKNAME = gerador_imm
export VERILOG_FILES = /design/flow/design.v
export SDC_FILE = /design/flow/constraint.sdc
export NUM_CORES = 4
export LEC_CHECK = 1
export CORE_AREA = 10 10 70 70
export DIE_AREA = 0 0 80 80
==> /design/flow/constraint.sdc <==
current_design gerador_imm

set clk_period 2.1
set clk_io_pct 0.2

create_clock -name clk0 -period $clk_period

set non_clock_inputs [all_inputs -no_clocks]
set_input_delay [expr $clk_period * $clk_io_pct] -clock clk0 $non_clock_inputs
set_output_delay [expr $clk_period * $clk_io_pct] -clock clk0 [all_outputs]
==> flow_summary.ini <==
; generated from flow reports
[global_routing]
grt_pass1_vias = 714
grt_first_pass_wirelength_mm = 3.42
antenna_found_initial = 0
grt.total_usage_pct = 6.30
grt_max_degree = 13
overflow = 0

[critical_path]
worst_setup_path_end_kind = output pin
critPathLaunch = instr[2]
cp_slowest_cell = or4b_4
path_max_fanout = 3
cp.arrival_ns = 1.82
max_stage_delay_ns = 0.55
path_cells = buf_6, or4b_4, nor4_4, buf_4, buf_6, buf_6, buf_6, buf_6
critical_path.startpoint_type = input pin
crit_type = input pin to output pin
crit_buf_inv = 6
required_ns = 1.68
crit_path_frequent_cell = buf_6
crit_family = simple AND/OR/NAND/NOR gates

[timing]
tns_ns = -1.48
hold_violations = 0
finalCriticalPeriod_ns = 2.24
fmax_mhz = 447
period_used_pct = 107
setup_viol = 24
drv_slew = 0
tightest_slew_ns = 0.234
whs_ns = 1.35
rsz0062_at_grt = yes
worst_slack_ns = -0.139
slew_headroom_pct = 84.4

[floorplanning]
die_h_um = 80
fp_util_pct = 12.2
ios = 64
coreArea_mm2 = 0.00342
die_area_mm2 = 0.00640
rows = 21
die_x_um = 80

[pwr]
leakage_nw = 0.521
powerDensity_mw_per_mm2 = 97.2
vdd_drop_max_mv = 0.0444

[logic_synthesis]
synthCells = 57
synth_seq_share_pct = 0
yosysWarnings = 1
ys_chip_area_um2 = 415
synth_area_per_cell_um2 = 7.29
yosysUniqueCellTypes = 16
syn-cell-area_um2 = 415
ys_cells = 57

[min_path]
hold_path_class = input pin to output pin
hp-start = instr[6]

[placement]
hpwl_mm = 1.54
dp_cells = 146
place.gp.congestion = 0.686
io_buffers = 56
dpl-instance-area_um2 = 955

[cells_and_area]
fin_area_mm2 = 0.00113
area_delta_synth_final_pct = 173
nClkBuffers = 0
flops = 0
nFillCells = 353
utilization_pct = 33.2
regArea_um2 = 0
logic_area_um2 = 300
drive_above_1_share_pct = 69.3
final_cells = 160

[run_status]
violations = setup timing
status = complete, but fails checks

[detailed_routing]
num_antenna_cells = 0
ant_nets = 0
viasPerCell = 3.63
finalWirelength_mm = 2.14
drtIter0Drc = 5
vias = 581
drt_pass1_iterations = 3
wl_per_cell_um = 13.4
drc = 0

[flow_run]
max-cap-violations = 0
warnings = 43
-- power breakdown --
part	internal [mW]	switching, mW
Clock	0	0
Sequential	0	0
Combinational	0.0678	0.0424
Total	0.0678	0.0424
-- final cells by class --
cell class,instances,area share (%)
timing repair buffer,80,65.8
multi-input combinational,26,26.5
tap,46,5.08
inverter,8,2.65
-- through the flow --
step	power, mW	setup WS [ns]
finish	0.110	-0.139
floorplan	0.0310	-0.233
global route	0.119	-0.217
CTS	0.109	-0.246
detailed placement	0.0962	-0.653
global placement	0.0948	-0.645
-- Yosys cell counts, drive strengths merged --
master	count	area, um^2
buf	21	159
inv	8	30.0
nor4	8	90.1
a211oi	5	37.5
nand2	4	15.0
or3b	4	35.0
clkbuf	2	7.51
mux2i	1	10.0
nand2b	1	6.26
nand3	1	5.00
nor2b	1	6.26
or4b	1	13.8
-- logic make-up after synthesis --
logic type / after synthesis / share of synthesized area (%)
AND/OR/NAND/NOR: 20 / 41.3
multiplexers: 1 / 2.41
AND-OR/OR-AND: 5 / 9.04
buffers and inverters: 31 / 47.3
-- cell usage in the layout, fill, tap and decap left out --
master           Yosys  layout
clkdlybuf4s50_1      0      18
nor4_2               4       3
nand2_1              4       4
or3b_2               4       4
or4b_4               1       1
dlygate4sd2_1        0       2
buf_6                1      26
nand2b_1             1       1
clkbuf_2             0       1
nand3_1              1       1
buf_4               19      12
buf_12               0       1
a211oi_2             0       5
nor2b_2              0       1
buf_8                0       4
nor4_4               1       5
buf_2                1      16
mux2i_1              1       1
inv_1                8       8
-- path summary, 6_finish.rpt --
| path | to | cells after the start |
|---|---|---|
| hold / removal | saida_imm[0] | 3 |
| setup / recovery | saida_imm[27] | 8 |
-- per-layer routing --
metal	share of wire, %	up-vias	global-route usage (%)
met5	0	-	0
met4	0	0	0
met3	17	0	3.52
met2	44	36	10.9
met1	39	255	6.99
li1	-	290	-
-- repair_timing --
action                     CTS  global route
hold buffers                 0             0
setup endpoints to repair   32            32
pin swaps                    5             4
resized                    148            13
cloned                       3             0
buffers inserted            15             2
-- worst min-delay path: stages --
cell and delay [ns]:
dlygate4sd2_1 0.32, nor4_2 0.08, buf_2 0.11
No activity file was given, so power comes from the tool's default toggle rates.
