## /design/flow/config.mk

```make
export PLATFORM = sky130hd
export DESIGN_NAME = mux_imm_sel
export DESIGN_NICKNAME = mux_imm_sel
export VERILOG_FILES = /design/flow/design.v
export SDC_FILE = /design/flow/constraint.sdc
export NUM_CORES = 4
export LEC_CHECK = 1
export CORE_AREA = 10 10 70 70
export DIE_AREA = 0 0 80 80
```

## /design/flow/run.sh

```bash
#!/bin/bash
# OpenROAD 26Q1-2900-gdf79404cd8, Yosys 0.63+post, stock flow scripts
make -C /OpenROAD-flow-scripts/flow DESIGN_CONFIG=/design/flow/config.mk WORK_HOME=/design/flow/orfs finish
```

## /design/flow/design.v

```verilog
module mux_imm_sel(data_reg, data_imm, use_imm, mux_out);
  input wire [32-1:0] data_reg, data_imm;
  input wire use_imm;
  output wire [32-1:0] mux_out;
  assign mux_out = use_imm ? data_imm : data_reg;
endmodule
```

## /design/flow/constraint.sdc

```tcl
current_design mux_imm_sel

set clk_period 1.0
set clk_io_pct 0.2

create_clock -name clk0 -period $clk_period

set non_clock_inputs [all_inputs -no_clocks]
set_input_delay [expr $clk_period * $clk_io_pct] -clock clk0 $non_clock_inputs
set_output_delay [expr $clk_period * $clk_io_pct] -clock clk0 [all_outputs]
```

==> impl_results.rst <==
Flow metrics
------------

.. list-table::
   :header-rows: 1

   * - Metric
     - Value
   * - Via count of the first global-routing pass
     - approximately 750
   * - Final Worst Setup Slack
     - -0.1731 ns
   * - Maximum ir drop on the vdd rail
     - roughly 160 uV
   * - Simple logic cell fraction of the synthesized area
     - 0%
   * - Startpoint of the lowest-slack hold path
     - data_reg[18]
   * - Number of ports placed on the die boundary
     - about 97
   * - Routed WL
     - between 2000 and 3000 um
   * - Leak
     - approximately 0.89 nW
   * - Number of antenna repair diodes
     - 0
   * - Final hold violations
     - 0
   * - Final Wtd Congestion
     - around 0.76
   * - Fraction of power spent switching nets
     - a little over a fifth
   * - Startpoint type of the worst setup path
     - input pin
   * - Half-perimeter wire length after detailed placement
     - ~2400 um
   * - Synth Cell Area
     - between 500 and 600 um2
   * - Pwr Total
     - around 0.62 mW
   * - Drc violations
     - 0
   * - Via density per instance
     - approximately 3.8
   * - Violated checks
     - negative setup slack
   * - Fraction of the cycle the final worst path needs
     - 117.3%
   * - Setup Viol. Count Final
     - 32
   * - Max-slew violation count
     - 0
   * - Net load switching power
     - about 0.13 mW
   * - Total number of sequential cells
     - 0
   * - Minimum clock period after layout
     - 1.173 ns
   * - Number of standard cells reported by yosys
     - 36
   * - Kind of capture point of the worst setup path
     - output port
   * - Compound-cell area share of the yosys netlist
     - 0%
   * - Average footprint of a synthesized cell
     - approximately 15 um2
   * - Worst hold-check slack
     - roughly 0.69 ns
   * - Synthesis warning total
     - 0
   * - Largest cells by area after synthesis
     - mux2_4, buf_12, mux2_2
   * - Placed Cells incl. Taps
     - between 150 and 200
   * - Setup repair after global routing missed its margin
     - true
   * - Vertical die size
     - ~80 um
   * - Classification of the worst setup path
     - input pin to output port
   * - Clock buf count
     - 0
   * - Part of the power in combinational logic
     - 100.0%
   * - Placement Setup Slack
     - -0.4989 ns
   * - Total track usage
     - 7.643%
   * - XOR-XNOR Cells, Area Fraction
     - 0%
   * - Chip Width
     - approximately 80 um
   * - Post-synthesis cell type with the largest combined area
     - mux2_4
   * - Count of TritonRoute iterations in the first routing pass
     - 2
   * - Relative contribution of the clock network to total power
     - 0%
   * - Area of all sequential standard cells
     - 0 um2
   * - Non-filler instance count after layout
     - roughly 180
   * - Combinational family with the most area after synthesis
     - multiplexers
   * - Sequential element share of the synthesized area
     - 0%
   * - Std-Cell Core Area
     - 3416 um2
   * - Count of tool warnings
     - 34
   * - Worst slew pin tran
     - 0.1115 ns
   * - Pin count of the biggest net entering global routing
     - 11
   * - Chip area estimate from yosys synthesis
     - approximately 540 um2
   * - Layout cell share with drive strength beyond 1
     - ~53%
   * - Share of the synthesized area in the top cell type
     - between 80% and 90%
   * - Internal Pwr Total
     - about 0.49 mW
   * - Outcome
     - finished with violations
   * - Worst hold path type
     - input pin to output port
   * - Critical path peak fanout
     - 1
   * - Cell Type Count
     - 4
   * - Synthesized netlist cell count
     - 36
   * - Post-layout utilization of the core
     - 46.45%
   * - First-pass GRT wire length
     - approximately 4000 um
   * - MUX share of area
     - between 80 and 90%
   * - Adder Share, Synth
     - 0%
   * - # Max-Cap Violations
     - 0
   * - Number of port buffers
     - 97
   * - Chip area
     - 6400 um2
   * - Maximum clock frequency
     - approximately 0.85 GHz
   * - Overflow left after global routing
     - 0
   * - Antenna violations before repair
     - 0
   * - Instance count along the most critical hold path
     - 3
   * - Number of nets with antenna violations after routing
     - 0
   * - Fp_density
     - between 15 and 20%
   * - Worst EP arrival
     - 0.97 ns
   * - End point of the most critical hold path
     - mux_out[18]
   * - Required arrival time at the worst endpoint
     - ~0.80 ns
   * - Worst max-slew margin expressed relative to the limit
     - 92.57%
   * - DRT iter0 DRCs
     - 3
   * - Post-DR wirelength/cell
     - about 15 um
   * - Flop pwr share
     - 0%
   * - Total number of placement rows
     - 21
   * - Synthesis-to-finish area growth
     - 191.5%
   * - DR vias
     - 690
   * - Power per cell area
     - between 300 and 400 nW/um2
[metrics by stage]
step                      area, um2  setup TNS [ns]
after detailed placement       1524          -15.35
final                          1587          -3.693
after CTS                      1524          -3.970
after floorplan               544.3               0
after global routing           1587          -4.369
after global placement         1524          -15.30
[how the worst max path moves through the flow]
stage                 from          end  slack (ns)  depth (start not counted)
CTS                use_imm  mux_out[12]       -0.17                          5
global route       use_imm  mux_out[14]       -0.20                          5
finish        data_imm[27]  mux_out[27]       -0.17                          3
[routing by layer]
layer	GRT usage (%)	vias to the layer above	share of wire [%]
li1	-	339	-
met1	8.767	300	37
met2	13.64	51	50
met3	3.182	0	13
met4	0	0	0
met5	0	-	0
[final cells by class]
type / instances / area, um2
Fill cell: 345 / 1829
Multi-Input combinational cell: 32 / 480.5
Tap cell: 46 / 57.56
Timing Repair Buffer: 105 / 1049
[repair_timing]
item	in CTS	in global routing
setup endpoints to repair	32	32
buffers inserted	5	0
gates resized	170	15
gates cloned	1	0
hold buffers	0	0
[critical path, stage by stage]
cell and delay (ns):
clkdlybuf4s50_1 0.40, mux2_4 0.26, buf_6 0.11
[layout by cell type, fill, tap and decap left out]
cell type | synthesis | routed
buf_16 | 0 | 1
buf_6 | 1 | 21
clkdlybuf4s50_1 | 0 | 10
mux2_4 | 30 | 32
dlygate4sd2_1 | 0 | 47
buf_12 | 3 | 4
dlymetal6s2s_1 | 0 | 7
buf_8 | 0 | 3
buf_2 | 0 | 12
[Yosys cell counts]
cell and count:
buf_12 3, buf_6 1, mux2_2 2, mux2_4 30
[cell families (layout without fill, tap and decap cells)]
family / after synthesis / after routing
buf+inv: 4 / 105
mux: 32 / 32
[power groups by stage]
stage                 Clock (mW)  Sequential [mW]  Combinational (mW)
final                          0                0               0.619
after CTS                      0                0               0.608
after global routing           0                0               0.664
Power and IR drop assume default switching activity.
